[flow/config.mk]
export PLATFORM = sky130hd
export DESIGN_NAME = alu_4bit
export DESIGN_NICKNAME = alu_4bit
export VERILOG_FILES = /design/flow/design.v
export SDC_FILE = /design/flow/constraint.sdc
export NUM_CORES = 4
export LEC_CHECK = 1
export CORE_AREA = 10 10 70 70
export DIE_AREA = 0 0 80 80
[flow/constraint.sdc]
current_design alu_4bit

set clk_period 3.0
set clk_io_pct 0.2

create_clock -name clk0 -period $clk_period

set non_clock_inputs [all_inputs -no_clocks]
set_input_delay [expr $clk_period * $clk_io_pct] -clock clk0 $non_clock_inputs
set_output_delay [expr $clk_period * $clk_io_pct] -clock clk0 [all_outputs]
[flow/design.v]
`timescale 1ns / 1ps
module alu_4bit (
    input  [3:0] a,         
    input  [3:0] b,         
    input  [2:0] op,        
    output reg [3:0] result,  
    output reg carry_flag     
);
    wire [4:0] add_result = a + b;
    wire [4:0] sub_result = a - b;
    always @(*) begin
        carry_flag = 0;
        case (op)
            3'b000: begin   
                result = add_result[3:0];
                carry_flag = add_result[4];   
            end
            3'b001: begin   
                result = sub_result[3:0];
                carry_flag = sub_result[4];   
            end
            3'b010: result = a & b;           
            3'b011: result = a | b;           
            3'b100: result = a ^ b;           
            3'b101: result = a;               
            3'b110: result = b;               
            3'b111: result = 4'b0000;         
            default: result = 4'bxxxx;
        endcase
    end
endmodule
[flow/run.sh]
#!/bin/bash
# OpenROAD 26Q1-2900-gdf79404cd8, Yosys 0.63+post, stock flow scripts
make -C /OpenROAD-flow-scripts/flow DESIGN_CONFIG=/design/flow/config.mk WORK_HOME=/design/flow/orfs finish
==> run summary <==
Clock buffers: 0
GRT Util Overall: 5.49%
Post-Layout Cell Count: 165
Hold Path Sink: result[1]
Worst hold path type: in -> out
Post-route cell area: 1060 sq um
Setup WS pre-CTS: -0.627 ns
Max rail drop VDD: 0.0664 mV
Pleak: 0.504 nW
Worst Hold Depth: 5
Area Growth Syn to Fin: 77.6%
Io pins: 16
Core Util at FP: 17.5%
Row cnt: 21
Startpoint Class: input port
Chip Area: 6400 sq um
Syn_area_per_cell: 7.37 sq um
Critical path's top delay family: buffers and inverters
Tightest Pin Transition: 0.365 ns
Core area: 3420 sq um
CP endpoint kind: primary output
Antenna violations before repair: 0
Period minus WS final: 2.89 ns
Worst Path Arrival: 2.29 ns
DRC viols: 0
1st-pass router iterations: 4
Setup-failing EPs final: 0
Setup TNS: 0 ns
Vias in the first global route: 711
Cells after DPL: 165
Final Slew Violations: 0
Post-Syn Instances: 81
Placed Area: 987 sq um
Synth Warn #: 1
Util after Layout: 31.0%
Fill cells: 373
Min setup slack post-route: 0.112 ns
Met3 Resource Use GR: 1.02%
Post-Syn Area: 597 sq um
Seq cells: 0
Number of diodes: 0
Critical Path Most Common Cell: dlygate4sd2_1
Die Y: 80 um
First-pass GRT wire length: 3040 um
Total wire length: 1820 um
Hpwl dp: 1490 um
M2 GR Usage: 8.19%
Initial DRC count: 58
Postcts setup bufs: 0
FMAX: 346 MHz
Endpoints failing hold: 0
Max FO, Critical Path: 4
GR peak layer: met1
CP Cell Sequence: dlygate4sd2_1 -> inv_2 -> fa_2 -> nand2b_1 -> a32o_2 -> a221oi_2 -> o21ai_1 -> dlygate4sd2_1
Reg area: 0 sq um
Post-CTS Hold Buffers: 0
Log Warnings: 41
Vias post-DR: 694
Pwr Total: 0.155 mW
Crit path buf inv count: 3
Die X: 80 um
Hold_sp: a[1]
Slowest cell delay on critical path: 0.44 ns
Crit path DRT: 2.40 ns
Routed len/inst: 11.0 um
Crit Path Class: in -> out
Final Wtd Congestion: 0.837
GRT Residual Overflow: 0
Cycle use final: 96.3%
Vias per std cell: 4.21
Port Buf Inserts: 16
Unique masters post-synth: 32
Relative slew margins: 75.6%
Worst-path cell with the longest stage delay: fa_2
Max Cap Viol: 0
Hold Slack: 1.90 ns
DRT antenna net count: 0
Largest net degree at the start of global routing: 9
Critical path startpoint: b[1]
Layout cells sized above 1: 41.2%
Yosys chip area: 597 sq um
Synth Seq Share: 0%
Ys cells: 81
Status: finished, final reports clean
Grt met1 use: 8.38%
Pwr Density: 146 nW/um^2
[kinds of logic after synthesis]
group / after synthesis / share of synthesized area [%]
simple gates: 17 / 14.5
fa+ha+maj: 14 / 31.9
buf+inv: 19 / 13.2
xor+xnor: 3 / 4.40
compound gates: 28 / 36.1
[worst max-delay path by stage]
stage | end | slack (ns) | depth (start not counted)
4_1_cts | carry_flag | -0.03 | 9
5_1_grt | result[1] | -0.001 | 8
6_report | result[1] | 0.11 | 8
[synth_stat cells (all sizes together)]
library cell  count  area (sq um)
a2111oi           1          15.0
a211o             1          8.76
a211oi            3          22.5
a21boi            1          7.51
a21o              1          7.51
a21oi             4          20.0
a221oi            2          17.5
a22o              1          8.76
a22oi             1          7.51
a2bb2oi           1          8.76
a311oi            2          17.5
a31oi             2          12.5
a32o              2          20.0
and3              1          6.26
buf               4          22.5
fa                2          40.0
ha               12           150
inv              15          56.3
nand2             3          11.3
nand2b            1          6.26
nor2              4          15.0
nor2b             4          25.0
nor3              2          10.0
o211ai            2          15.0
o21ai             2          10.0
o21bai            1          7.51
o2bb2ai           1          8.76
or3               2          12.5
xnor2             1          8.76
xor2              2          17.5
[repair_timing]
| item | CTS | global route |
|---|---|---|
| gates resized | 23 | 17 |
| setup endpoints to repair | 5 | 4 |
| pin swaps | 5 | 5 |
[area by class of cell]
class | count | area (sq um) | area share, %
inverters | 15 | 56.3 | 5.31
multi-input cells | 62 | 598 | 56.4
repair buffers | 42 | 348 | 32.8
well taps | 46 | 57.6 | 5.43
[metal layers]
metal  routed length, um  vias up
li1                    -      368
met1                 998      312
met2                 755       14
met3                  68        0
met4                   0        0
met5                   0        -
[cells in the final DEF (no fill, tap or decap), types with 2 or more instances in the layout]
cell type / instances
ha_1: 7
fa_2: 2
a211oi_1: 3
ha_2: 2
or3_1: 2
nor2b_1: 3
inv_1: 7
dlygate4sd2_1: 7
clkdlybuf4s50_1: 3
nor2_1: 4
o211ai_1: 2
nand2_1: 3
a31oi_1: 2
nor3_1: 2
ha_4: 3
a21oi_1: 3
buf_4: 25
xor2_1: 2
o21ai_1: 2
dlymetal6s2s_1: 3
inv_2: 8
[report_power, final]
| part | internal [mW] | leakage, nW | total (mW) | switching (mW) |
|---|---|---|---|---|
| clock network | 0 | 0 | 0 | 0 |
| logic | 0.0868 | 0.504 | 0.155 | 0.0680 |
| registers | 0 | 0 | 0 | 0 |
| total | 0.0868 | 0.504 | 0.155 | 0.0680 |
No activity file was given, so power comes from the tool's default toggle rates.
