## flow/run.sh

```bash
#!/bin/bash
# OpenROAD 26Q1-2900-gdf79404cd8, Yosys 0.63+post, stock flow scripts
make -C /OpenROAD-flow-scripts/flow DESIGN_CONFIG=/design/flow/config.mk WORK_HOME=/design/flow/orfs finish
```

## flow/config.mk

```make
export PLATFORM = sky130hd
export DESIGN_NAME = signed_4bit
export DESIGN_NICKNAME = signed_4bit
export VERILOG_FILES = /design/flow/design.v
export SDC_FILE = /design/flow/constraint.sdc
export NUM_CORES = 4
export LEC_CHECK = 1
export CORE_AREA = 10 10 70 70
export DIE_AREA = 0 0 80 80
```

## flow/constraint.sdc

```tcl
current_design signed_4bit

set clk_period 1.9
set clk_io_pct 0.2

create_clock -name clk0 -period $clk_period

set non_clock_inputs [all_inputs -no_clocks]
set_input_delay [expr $clk_period * $clk_io_pct] -clock clk0 $non_clock_inputs
set_output_delay [expr $clk_period * $clk_io_pct] -clock clk0 [all_outputs]
```

## flow/design.v

```verilog
`timescale 1ns / 1ps
module signed_4bit (
    input  [3:0] a,           
    input  [3:0] b,           
    output [4:0] sum,         
    output       overflow     
);
    wire [4:0] extended_a = {a[3], a};   
    wire [4:0] extended_b = {b[3], b};
    assign sum = extended_a + extended_b;
    assign overflow = (~a[3] & ~b[3] & sum[4]) | (a[3] & b[3] & ~sum[4]);
endmodule
```

==> impl_metrics.yaml <==
# yosys + openroad results
drt:
  drc: 0
  antenna_cells: 0
  drt_iter0_markers: 2
  postRouteAntennaNets: 0
  viasPerCell: 2.35
  routedWlPerCell_um: 7.48
  drt-total-wl_um: 658
  vias: 207
  dr.pass1.iters: 2
global_routing:
  grt-ovfl-total: 0
  grt_pass1_vias: 211
  grt_max_degree: 4
  grt_pass1_wl_mm: 1.00
  grt_use_total_pct: 1.90
  grt_antenna_before_repair: 0
logic_synthesis:
  logic_family: "adder cells"
  xor_area_share_pct: 9.46
  yosysUniqueCellTypes: 12
  yosysWarnings: 0
  top_cell: "inv_1"
  yosys_cells: 22
  ys_seq_share_pct: 0
  yosys.area.top_type_share_pct: 33.8
  mux_share_pct: 8.11
  ys_sh_adder_pct: 44.6
  synthCells: 22
  synthesis.area_sq_um: 185
  top_cells_by_count: "inv_1 (6), ha_1 (5), xnor2_1 (2)"
  ys_area_sq_um: 185
  top_area_cell: "ha_1"
  synthAoiAreaFrac_pct: 13.5
  synth_area_per_cell_sq_um: 8.42
  topCellsByArea: "ha_1 (34%), inv_1 (12%), fa_1 (11%)"
  ys_sh_simple_pct: 12.2
layout:
  flop_area_sq_um: 0
  seq_cell_count: 0
  logic_area_sq_um: 216
  area_growth_pct: 149
  drive_gt1_share_pct: 61.9
  nFillCells: 390
  nClkBuffers: 0
  fin_area_sq_um: 462
placement:
  post-dp-hpwl_um: 545
  dpl_cell_area_sq_um: 420
  port_buffers: 14
  gp_congestion: 0.805
die:
  chipArea_sq_mm: 0.00640
  core_sq_mm: 0.00342
  core.rowCount: 21
  die_w_um: 80
  io_pins: 14
  die.size.y_um: 80
  initial_core_util_pct: 5.42
sta:
  fmax_ghz: 0.527
  max-slew-margin-rel_pct: 85.1
  final.min_clock_period_ns: 1.90
  tightest_slew_ns: 0.224
  rsz0062_at_grt: "true"
  setup-tns-final_ns: 0
  hold_violations: 0
  maxSlewViolCount: 0
  hold_slack_ns: 1.36
  fin_crit_sh_pct: 99.8
  setup_viol: 0
worst_setup_path:
  crit_arrival_ns: 1.52
  crit_path_max_fanout: 2
  critPathLaunchType: "input port"
  end_kind: "output pin"
  cp_data_required_time_ns: 1.52
  crit_type: "input port to output pin"
pwr:
  max-vdd-ir-drop_uv: 52.8
  p_leak_nw: 0.212
  total_power_mw: 0.115
  power_density_mw_per_mm2: 249
outcome:
  status: "completed"
flow_run:
  openroad.warnings: 35
  maxCapViolations: 0
clock_tree:
  hold_buffers: 0
worst_hold_path:
  worst_hold_path_type: "input port to output pin"
-- cell type report --
cell class	instances	share of cell area [%]
Inverter	6	4.88
Timing Repair Buffer	20	35.8
Multi-Input combinational cell	16	46.9
Tap cell	46	12.5
-- cells in the final DEF (no fill, tap or decap) --
master / n
a21o_1: 1
ha_1: 3
nor2b_4: 1
nand2_1: 1
ha_4: 2
a21oi_2: 1
dlygate4sd2_1: 6
inv_2: 4
o31ai_4: 1
buf_4: 5
inv_1: 2
o21ai_2: 1
clkdlybuf4s50_1: 1
mux2_4: 1
buf_6: 4
clkbuf_2: 1
xnor2_1: 2
nor3_2: 1
buf_2: 3
fa_2: 1
-- final timing paths --
check                 to  slack (ns)  from  cells after the start
hold / removal    sum[1]        1.36  b[1]                      5
setup / recovery  sum[4]       0.004  a[0]                      8
-- routing by layer --
| metal | vias up | GRT usage [%] | routed length, um |
|---|---|---|---|
| li1 | 111 | - | - |
| met4 | 0 | 0 | 0 |
| met2 | 13 | 2.65 | 208 |
| met1 | 83 | 2.71 | 339 |
| met3 | 0 | 0.909 | 110 |
| met5 | - | 0 | 0 |
-- metrics by stage --
stage / instances / utilization (%) / worst slack (ns)
final: 88 / 13.5 / 0.00403
after global routing: 88 / 13.5 / -0.0455
after CTS: 88 / 13.7 / -0.0211
after detailed placement: 87 / 12.3 / -0.829
after global placement: 87 / 12.3 / -0.824
after floorplan: 22 / - / 0.127
-- power by group --
group / switching, mW / internal, mW / leakage, nW
sequential: 0 / 0 / 0
clock: 0 / 0 / 0
combinational: 0.0411 / 0.0737 / 0.212
-- kinds of logic (layout without fill, tap and decap cells) --
group | count (synthesis) | in the layout
fa+ha+maj | 6 | 6
buf+inv | 6 | 26
compound gates | 4 | 4
simple gates | 3 | 3
xor+xnor | 2 | 2
mux | 1 | 1
-- critical path: stages --
cell and delay (ns):
buf_6 0.08, ha_4 0.13, inv_2 0.03, fa_2 0.36, nor2b_4 0.13, nor3_2 0.04, mux2_4 0.26, buf_6 0.11
-- what timing repair did --
| item | in CTS | in global routing |
|---|---|---|
| pin swaps | 7 | 2 |
| gates resized | 44 | 2 |
| hold endpoints to repair | 0 | 0 |
| setup endpoints to repair | 6 | 3 |
| cloned | 0 | 0 |
| buffers inserted | 2 | 0 |
Power is estimated from default activity; no workload was simulated.
